===== flow/run.sh =====
#!/bin/bash
# OpenROAD 26Q1-2900-gdf79404cd8, Yosys 0.63+post, stock flow scripts
make -C /OpenROAD-flow-scripts/flow DESIGN_CONFIG=/design/flow/config.mk WORK_HOME=/design/flow/orfs finish

===== flow/config.mk =====
export PLATFORM = sky130hd
export DESIGN_NAME = Register_File
export DESIGN_NICKNAME = Register_File
export VERILOG_FILES = /design/flow/design.v
export SDC_FILE = /design/flow/constraint.sdc
export NUM_CORES = 4
export LEC_CHECK = 1
export CORE_UTILIZATION = 40

===== flow/constraint.sdc =====
current_design Register_File

set clk_period 3.0
set clk_io_pct 0.2

create_clock -name clk0 -period $clk_period [get_ports {CLK}]

set non_clock_inputs [all_inputs -no_clocks]
set_input_delay [expr $clk_period * $clk_io_pct] -clock clk0 $non_clock_inputs
set_output_delay [expr $clk_period * $clk_io_pct] -clock clk0 [all_outputs]

===== flow/design.v =====
module Decoder(
	input[2:0] dec_input,
	output reg [7:0] dec_output
);
always @(*)begin	 
	dec_output = (8'b1 << dec_input);
	end
endmodule
module MUXx#(parameter W=4  
)
(
	input  [2:0]   select,
	input  [W-1:0] mux_input_0,
	input  [W-1:0] mux_input_1,
	input  [W-1:0] mux_input_2,
   input  [W-1:0] mux_input_3,
   input  [W-1:0] mux_input_4,
   input  [W-1:0] mux_input_5,
   input  [W-1:0] mux_input_6,
   input  [W-1:0] mux_input_7,
	output reg [W-1:0] mux_output
);
always@(*) begin
	case(select)
	3'b000: mux_output = mux_input_0;
	3'b001: mux_output = mux_input_1;
	3'b010: mux_output = mux_input_2;
	3'b011: mux_output = mux_input_3;
	3'b100: mux_output = mux_input_4;
	3'b101: mux_output = mux_input_5;
	3'b110: mux_output = mux_input_6;
	3'b111: mux_output = mux_input_7;
	default: mux_output = {W{1'b0}};
	endcase
end
endmodule
module Reg2 #(
    parameter W = 4
)(
    input clk,
    input reset,
    input write_enable,
    input[W-1:0] reg2_input,
    output reg [W-1:0] reg2_output
);
initial begin
	reg2_output <= {W{1'b0}};
end
always @(posedge clk) begin
    if (reset)
        reg2_output <= {W{1'b0}};
    else if (write_enable)
        reg2_output <= reg2_input;
    else
        reg2_output <= reg2_output;
end
endmodule
module Register_File #(
    parameter W = 4                  
)(
    input CLK,                  
    input Reset,                
    input [W-1:0] Data,         
    input [2:0] Destination_Select,   
    input Write_Enable,         
    input [2:0] Source_Select_0,   
    input [2:0] Source_Select_1,   
    output [W-1:0] Out_0,        
    output [W-1:0] Out_1         
);
wire [7:0] write_enables;
wire [W-1:0] reg_outputs [0:7];
Decoder write_decoder(
.dec_input(Destination_Select),
.dec_output(write_enables)
 );
genvar i;
generate
for (i = 0; i < 8; i = i + 1) begin: connections
	Reg2 #(.W(W)) register(
	.clk(CLK),
	.reset(Reset),
	.write_enable(Write_Enable & write_enables[i]),
	.reg2_input(Data),
	.reg2_output(reg_outputs[i])
			);
	  end
 endgenerate
MUXx #(.W(W)) output_mux_0(
.select(Source_Select_0),
.mux_input_0(reg_outputs[0]),
.mux_input_1(reg_outputs[1]),
.mux_input_2(reg_outputs[2]),
.mux_input_3(reg_outputs[3]),
.mux_input_4(reg_outputs[4]),
.mux_input_5(reg_outputs[5]),
.mux_input_6(reg_outputs[6]),
.mux_input_7(reg_outputs[7]),
.mux_output(Out_0)
);
MUXx #(.W(W)) output_mux_1(
.select(Source_Select_1),
.mux_input_0(reg_outputs[0]),
.mux_input_1(reg_outputs[1]),
.mux_input_2(reg_outputs[2]),
.mux_input_3(reg_outputs[3]),
.mux_input_4(reg_outputs[4]),
.mux_input_5(reg_outputs[5]),
.mux_input_6(reg_outputs[6]),
.mux_input_7(reg_outputs[7]),
.mux_output(Out_1)
);
endmodule

==> GITHUB_STEP_SUMMARY <==
## Implementation flow summary

| Metric | Value |
|---|---|
| Outcome | finished clean |
| Worst slew pin tran | 649 ps |
| Initial antenna violation count | 0 |
| Layout cells sized above 1 | 0.263 |
| Final hold violation count | 0 |
| CTS tree | yes |
| Max Clock Skew | 0 ps |
| Post-CTS Hold Fix Bufs | 0 |
| Routed wire per std cell | 16.9 um |
| Synthesized cell area | 0.00175 sq mm |
| Placer Congestion | 0.857 |
| Detail Route Antenna Nets | 0 |
| Total power | 0.897 mW |
| Vias/cell | 5.41 |
| Placed cell count | 227 |
| Tool warnings | 25 |
| Core Density at Floorplan | 0.426 |
| Largest net degree at the start of global routing | 33 |
| Worst min-delay path class | reg -> reg |
| Fin crit share | 0.932 |
| WL final | 4000 um |
| YS chip area | 0.00175 sq mm |
| Clk slew on worst S/H paths | 60 ps |
| First-pass GRT wire length | 6290 um |
| Synthesis Warnings | 4 |
| Grt ovf | 0 |
| Late-Pin Clk Latency | 280 ps |
| Yosys Instances | 156 |
| Syn avg cell area | 11.2 sq um |
| Chip height | 68.2 um |
| H-tree depth | 2 |
| Seq/Total Area, Yosys | 0.366 |
| Critical path type | in -> out |
| Die X | 68.2 um |
| Worst Path Arrival | 2200 ps |
| Final setup fails | 0 |
| Vias in the first global route | 1,216 |
| Non-Filler Instances | 236 |
| Post-DP HPWL | 2790 um |
| Largest fanout on the critical path | 6 |
| Total die size | 0.00465 sq mm |
| Initial DRC Count | 108 |
| Fin util | 0.527 |
| Vias | 1,277 |
| Rows | 23 |
| Unrepaired setup endpoints after global routing | no |
| Worst EP required | 2400 ps |
| Yosys reg bits | 32 |
| Area added between synthesis and finish | 23.8% |
| Boundary Pins | 24 |
| Setup crit start kind | input pin |
| MaxCap Viol Count | 0 |
| Power Dens Cells | 414 mW/mm^2 |
| Root buf cell | clkbuf_8 |
| Tot GR Track Use | 0.202 |
| Slew headroom | 0.565 |
| Core Area | 0.00412 sq mm |
| Max-slew violations | 0 |
| Ant diodes | 0 |
| Fmax | 357 MHz |
| Fin Setup TNS | 0 ps |
| Top reg by flops | connections.register.reg2_output |
| Crit end category | output port |
| DR pass1 iterations | 4 |
| Port Buf Inserts | 23 |
| Mapped Cells | 156 |
| Leakage | 0.914 nW |
| Max FFs per register | 32 |
| Post-route DRC | 0 |
| Largest registers | connections.register.reg2_output: 32 flops |
| Peak supply drop | 0.296 mV |
| CTS Buf Count | 5 |
| # clock sinks | 32 |
| Cell Type Count | 25 |
| Maximum clock insertion buffer count | 2 |
| Tmin final | 2800 ps |
-- report_power, final --
part / switching (mW) / internal (mW)
clock: 0.142 / 0.187
sequential: 0.00717 / 0.434
combinational: 0.0559 / 0.0701
-- worst max-delay path, stage by stage --
cell and delay [ps]:
clkdlybuf4s50_1 480, buf_4 150, mux4_2 290, mux2_2 270
clkdlybuf4s50_1 400
-- path summary, 6_finish.rpt --
check,startpoint,end,slack (ps),cells after the start
setup reg to reg,connections[5].register.reg2_output[2]$_SDFFE_PP0P_,connections[5].register.reg2_output[2]$_SDFFE_PP0P_,2350,2
hold reg to reg,connections[6].register.reg2_output[3]$_SDFFE_PP0P_,connections[6].register.reg2_output[3]$_SDFFE_PP0P_,520,2
setup / recovery,Source_Select_0[2],Out_0[0],200,5
hold / removal,connections[6].register.reg2_output[3]$_SDFFE_PP0P_,connections[6].register.reg2_output[3]$_SDFFE_PP0P_,520,2
-- cell usage after synthesis, drive strengths merged --
| cell | n | share of area |
|---|---|---|
| o21ai | 1 | 0.0029 |
| a211oi | 1 | 0.0043 |
| mux2i | 32 | 0.18 |
| mux2 | 8 | 0.051 |
| clkbuf | 8 | 0.017 |
| nor2b | 1 | 0.0036 |
| nand3b | 1 | 0.0043 |
| nand4b | 3 | 0.015 |
| dfxtp | 32 | 0.37 |
| nor3b | 2 | 0.014 |
| buf | 7 | 0.024 |
| o22ai | 1 | 0.0036 |
| nor2 | 33 | 0.071 |
| inv | 2 | 0.0043 |
| a21oi | 1 | 0.0029 |
| nor3 | 3 | 0.014 |
| nand2b | 1 | 0.0079 |
| nand2 | 2 | 0.0043 |
| mux4 | 14 | 0.19 |
| nand4 | 1 | 0.0036 |
| o2bb2ai | 1 | 0.0050 |
| a32o | 1 | 0.0057 |
-- layout by cell type (no fill, tap or decap), types with 3 or more instances in the layout --
master	count
dlygate4sd2_1	3
mux2_2	7
clkbuf_8	6
mux4_2	14
buf_4	11
mux2i_1	32
clkdlybuf4s50_1	18
nand4b_1	3
dfxtp_1	32
buf_6	3
nor2_1	33
-- cells by family (layout without fill, tap and decap cells) --
family                 after synthesis  in the layout  share of synthesized area
flip-flops                          32             32                      0.366
AND/OR/NAND/NOR                     47             47                      0.138
AND-OR/OR-AND                        6              6                     0.0243
multiplexers                        54             54                      0.427
buffers and inverters               17             47                     0.0450
-- metal layers --
metal | wire length, um | track usage
met1 | 1970 | 0.317
met2 | 1740 | 0.294
met3 | 231 | 0.0608
met4 | 52 | 0.0234
met5 | 0 | 0
-- what timing repair did --
item / 4_1_cts / 5_1_grt
resized: 13 / 4
gates cloned: 0 / 0
endpoints found under the setup margin: 6 / 2
buffers inserted: 1 / 0
pin swaps: 1 / 0
-- final cells by class --
| type | instances | area (sq um) |
|---|---|---|
| Fill cell | 369 | 1950 |
| Multi-Input combinational cell | 107 | 1020 |
| Sequential cell | 32 | 641 |
| Timing Repair Buffer | 37 | 348 |
| Clock buffer | 8 | 90.1 |
| Tap cell | 50 | 62.6 |
| Inverter | 2 | 7.51 |
-- per-stage QoR --
step | instance area (sq um) | hold slack (ps) | worst slack (ps)
after floorplan | 1750 | 469 | 885
after CTS | 2160 | 526 | 13.5
after global placement | 2070 | 489 | -69.9
final | 2170 | 521 | 203
after detailed placement | 2070 | 508 | -78.1
after global routing | 2170 | 550 | 136
Power is estimated from default activity; no workload was simulated.
