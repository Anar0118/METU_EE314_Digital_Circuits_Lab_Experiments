==> flow/design.v <==
module hexto7seg (
	output reg [6:0] hexn, 
	input [3:0] hex
);
	always @ (hex) begin
		case (hex)      
			0 : hexn = 7'b1000000;
			1 : hexn = 7'b1111001;
			2 : hexn = 7'b0100100;
			3 : hexn = 7'b0110000;
			4 : hexn = 7'b0011001;
			5 : hexn = 7'b0010010;
			6 : hexn = 7'b0000010;
			7 : hexn = 7'b1111000;
			8 : hexn = 7'b0000000;
			9 : hexn = 7'b0010000;
			10 : hexn = 7'b0001000;
			11 : hexn = 7'b0000011;
			12 : hexn = 7'b1000110;
			13 : hexn = 7'b0100001;
			14 : hexn = 7'b0000110;
			15 : hexn = 7'b0001110;
		endcase
	end
endmodule
module EE314exp4(
	output		     [6:0]		HEX0,
	output		     [6:0]		HEX1,
	output		     [6:0]		HEX2,
	output		     [6:0]		HEX3,
	output		     [6:0]		HEX4,
	output		     [6:0]		HEX5,
	input 		     [3:0]		KEY,
	output		     [9:0]		LEDR,
	input 		     [9:0]		SW
);
wire reset;
wire [2:0] state;
Small_Game my_game(
.clk(KEY[0]),
.left(~KEY[3]),
.right(~KEY[1]),
.attack(~KEY[2]),
.reset(reset),
.move_flag(LEDR[0]),
.directional_attack_flag(LEDR[1]),
.attack_flag(LEDR[2]),
.state(state)
);
hexto7seg hex0(
.hex(state),
.hexn(HEX0)
);
endmodule
module Small_Game(
input clk,
input left,
input right,
input attack,
input reset,
output reg move_flag,
output reg directional_attack_flag,
output reg attack_flag,
output reg [2:0] state
);
reg[2:0] CS,NS;
localparam[2:0] S_IDLE = 0;
localparam S_Left = 1;
localparam S_Right = 2;
localparam S_Attack_start = 3;
localparam S_Attack_active = 4;
always@(*) begin: Next_State_Module
	case(CS)
		S_IDLE: begin
			if (attack)
				NS = S_Attack_start;
			else if (left)
				NS = S_Left;
			else if (right)
				NS = S_Right;
			else
				NS = S_IDLE;
		end
		S_Left: begin
			if (attack)
				NS = S_Attack_start;
			else if (left)
				NS = S_Left;
			else if (right)
				NS = S_Right;
			else
				NS = S_IDLE;
		end
		S_Right:begin
			if (attack)
				NS = S_Attack_start;
			else if (left)
				NS = S_Left;
			else if (right)
				NS = S_Right;
			else
				NS = S_IDLE;
		end
		S_Attack_start: NS = S_Attack_active;
		S_Attack_active: NS = S_IDLE;
		default: NS = S_IDLE;
	endcase
end
always@(posedge clk) begin: Current_State
	if (reset)
		CS <= S_IDLE;
	else
		CS <= NS;
end
always@(*) begin: Output
	move_flag = (CS == S_Left || CS == S_Right);
	directional_attack_flag = (attack && (CS == S_Left || CS == S_Right));
	attack_flag = (CS == S_Attack_start || CS == S_Attack_active);
	state = CS;
end
endmodule
==> flow/run.sh <==
#!/bin/bash
# OpenROAD 26Q1-2900-gdf79404cd8, Yosys 0.63+post, stock flow scripts
make -C /OpenROAD-flow-scripts/flow DESIGN_CONFIG=/design/flow/config.mk WORK_HOME=/design/flow/orfs finish
==> flow/config.mk <==
export PLATFORM = sky130hd
export DESIGN_NAME = EE314exp4
export DESIGN_NICKNAME = EE314exp4
export VERILOG_FILES = /design/flow/design.v
export SDC_FILE = /design/flow/constraint.sdc
export NUM_CORES = 4
export LEC_CHECK = 1
export CORE_AREA = 10 10 70 70
export DIE_AREA = 0 0 80 80
==> flow/constraint.sdc <==
current_design EE314exp4

set clk_period 1.0
set clk_io_pct 0.2

create_clock -name clk0 -period $clk_period [get_ports {KEY}]

set non_clock_inputs [all_inputs -no_clocks]
set_input_delay [expr $clk_period * $clk_io_pct] -clock clk0 $non_clock_inputs
set_output_delay [expr $clk_period * $clk_io_pct] -clock clk0 [all_outputs]
==> CHANGELOG.md <==
### Metrics

* Clk slew on worst S/H paths at 0.04 ns
* Yosys warns at 46
* Die X at 80 µm
* Post-DR vias/cell at 2.46
* Die area at 6400 µm²
* Setup CP Type: reg2out
* Delay-heaviest family, CP: flip-flops
* P&R area growth vs syn at 17.6%
* HP Start: KEY[1]
* Syn Area/Cell at 8.33 µm²
* CP max stage cell: dfxtp_2
* RSZ-0062 raised after global routing: no
* Post-Syn Area at 492 µm²
* Tool Warnings at 140
* Crit path DRT at 0.80 ns
* Startpoint types: flop
* CP arrival at 0.75 ns
* Hold WC Path Type: clk2reg
* Fin Setup TNS at 0 ns
* Gr ovfl total at 0
* Post-CTS setup repair buffer count at 0
* Yosys synthesis chip area at 492 µm²
* CP Max Fanout at 2
* Distinct cells, synth at 9
* Minimum clock period at 0.950 ns
* Max reg flops at 5
* Final setup violation count at 0
* Ys flops at 5
* Hold Path Depth at 3
* Largest net degree at the start of global routing at 4
* Nature of the critical path endpoint: output port
* WHS at 0.0685 ns
* DR iter-0 viols at 7
* GRT Resource Usage Total at 3.49%
* Max-cap viol count at 0
* Hpwl dp at 891 µm
* I/O pin cnt at 66
* Sequential element share of the synthesized area at 20.4%
* DP Cell Count at 109
* I/O Buffers at 6
* Hold Crit Endpoint: HEX0[2]$_SDFF_PN0_
* DRC at 0
* Slew Limit Fails at 0
* Fp_density at 14.4%
* Main area contributors: buf_4 (72%), dfxtp_1 (20%), a21boi_1 (1.5%)
* First-pass GRT wire length at 1.70 mm
* Core Region at 3420 µm²
* Status: finished, final reports clean
* DR WL/cell at 9.23 µm
* TritonCTS clock tree: built
* Layout cells sized above 1 at 25.6%
* Antenna Violating Nets Remaining at 0
* Drt total wl at 1.22 mm
* Leakage at 0.347 nW
* Fin area at 578 µm²
* Post-Layout Cell Count at 132
* Worst IR Drop VDD at 557 µV
* Area post-placement at 425 µm²
* Worst path buffer plus inverter count at 1
* Dominant cell area share at 71.8%
* Site row count at 21
* Yosys stat cell total at 59
* Largest area contributor in the synthesized netlist: buf_4
* Gpl congestion at 0.663
* Router iterations before antenna repair at 3
* Power per cell area at 2720 nW/µm²
* Crit-path max cell delay at 0.30 ns
* # diodes at 0
* Mapped Cells at 59
* Die H at 80 µm
* Critical path cell sequence: dlygate4sd2_1
* Post-layout period usage at 95.0%
* Number of global-route vias before repair at 519
* Final tally of hold violations at 0
* Initial antenna violation count at 0
* Total number of vias at 325
* Highest Clock Rate at 1050 MHz
[cell usage in the layout, fill, tap and decap left out]
cell type,n
clkbuf_4,19
nor2b_1,1
inv_1,1
clkinv_1,2
a21boi_1,1
dfxtp_2,1
nand3_1,1
nor2_2,1
dlygate4sd2_1,5
clkbuf_1,2
clkdlybuf4s15_1,1
conb_1,46
dfxtp_1,4
nand2_2,1
[what timing repair did]
| action | 4_1_cts | 5_1_grt |
|---|---|---|
| setup endpoints to repair | 6 | 1 |
| gates cloned | 0 | 0 |
| hold buffers | 0 | 0 |
| gates resized | 7 | 1 |
[worst max-delay path by stage]
stage | slack [ns] | to | start | depth (start not counted)
after CTS | 0.01 | HEX0[3] | HEX0[3]$_SDFF_PP0_ | 1
after global routing | 0.006 | HEX0[0] | HEX0[3]$_SDFF_PP0_ | 1
final | 0.05 | HEX0[0] | HEX0[3]$_SDFF_PP0_ | 1
[area by class of cell]
cell class	count	area (µm²)
Clock buffer	21	150
Fill cell	407	2840
Multi-Input combinational cell	51	204
Tap cell	46	57.6
Clock inverter	3	11.3
Timing Repair Buffer	6	53.8
Sequential cell	5	101
[report_power, final]
group	switching, W	total [W]	internal [W]	leakage [nW]
clock network	0.000355	0.00133	0.000979	0.109
registers	0	0.000224	0.000224	0.0436
logic	0.0000117	0.0000117	0	0.195
total	0.000367	0.00157	0.00120	0.347
[logic make-up after synthesis]
family          synth area share, %
compound gates                 1.53
buf+inv                        72.5
flops                          20.4
other cells                   0.763
simple gates                   4.84
[cell usage after synthesis, drive strengths merged]
cell	instances
a21boi	1
buf	47
conb	1
dfxtp	5
inv	1
nand2	1
nand3	1
nor2	1
nor2b	1
[through the flow]
stage          utilization (%)  setup slack, ns  total power (W)
2_1_floorplan                -            0.284         0.000511
3_3_place_gp              12.5           0.0298         0.000400
3_5_place_dp              12.5           0.0259         0.000399
4_1_cts                   16.9           0.0128          0.00179
5_1_grt                   16.9          0.00593          0.00190
6_report                  16.9           0.0496          0.00157
[metal layers]
layer,track usage [%],wire length [µm],vias up,share of wire [%]
met1,1.92,406,126,33
met3,5.23,179,14,15
met2,3.13,497,50,41
li1,-,-,135,-
met5,0.833,0,-,0
met4,6.34,133,0,11
Power and IR drop assume default switching activity.
