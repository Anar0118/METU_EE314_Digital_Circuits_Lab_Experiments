--- flow/config.mk ---
export PLATFORM = sky130hd
export DESIGN_NAME = Arithmetic_Unit
export DESIGN_NICKNAME = Arithmetic_Unit
export VERILOG_FILES = /design/flow/design.v
export SDC_FILE = /design/flow/constraint.sdc
export NUM_CORES = 4
export LEC_CHECK = 1
export CORE_AREA = 10 10 70 70
export DIE_AREA = 0 0 80 80
--- flow/constraint.sdc ---
current_design Arithmetic_Unit

set clk_period 5.1
set clk_io_pct 0.2

create_clock -name clk0 -period $clk_period

set non_clock_inputs [all_inputs -no_clocks]
set_input_delay [expr $clk_period * $clk_io_pct] -clock clk0 $non_clock_inputs
set_output_delay [expr $clk_period * $clk_io_pct] -clock clk0 [all_outputs]
--- flow/design.v ---
module Arithmetic_Unit #(parameter W=4)
        (  
    input  [W-1:0] DATA_A,
    input  [W-1:0] DATA_B,
    input control,
    output  [W-1:0] OUT,
    output CO, OVF, N, Z
);
wire [W-1:0] temp;
assign temp = control ? DATA_B : ~DATA_B + 1;
assign {CO,OUT} = DATA_A + temp;
assign OVF =(DATA_A[W-1] == DATA_B[W-1] && OUT[W-1] != DATA_A[W-1] && control == 1) || 
				(DATA_A[W-1] != DATA_B[W-1] && OUT[W-1] != DATA_A[W-1] && control == 0);
assign N = OUT[W-1];
assign Z = (OUT == 0) ? 1 : 0;
endmodule
--- flow/run.sh ---
#!/bin/bash
# OpenROAD 26Q1-2900-gdf79404cd8, Yosys 0.63+post, stock flow scripts
make -C /OpenROAD-flow-scripts/flow DESIGN_CONFIG=/design/flow/config.mk WORK_HOME=/design/flow/orfs finish
==> flow_metrics.env <==
# implementation run metrics
export IMPL_layout_drive_gt1_share_pct=8.51
export IMPL_dpl_cell_area_um2=473
export IMPL_post_route_util_pct=13.8
export IMPL_grt_max_degree=5
export IMPL_outcome="finished clean"
export IMPL_clock_buffers=0
export IMPL_core_area_mm2=0.00342
export IMPL_avgSynthCellArea_um2=8.15
export IMPL_dr_wl_met2_um=316
export IMPL_die_area_mm2=0.00640
export IMPL_mux_share_pct=10.4
export IMPL_detail_route_wl_per_cell_um=7.73
export IMPL_setup_viol=0
export IMPL_antenna_cells=0
export IMPL_antenna_found_initial=0
export IMPL_top_area_cell="ha_1"
export IMPL_layout_worst_path_cycle_share_pct=93.4
export IMPL_num_vias=260
export IMPL_finalHoldViolations=0
export IMPL_ys_sh_simple_pct=16.3
export IMPL_yosys_area_share_aoi_pct=8.42
export IMPL_synth_top_cell_area_share_pct=24.8
export IMPL_setup_tns_ns=0
export IMPL_vdd_drop_max_mv=0.0240
export IMPL_max_freq_mhz=210
export IMPL_grt_first_pass_wirelength_mm=1.20
export IMPL_layout_area_seq_um2=0
export IMPL_cp_arrival_ns=3.74
export IMPL_cp_max_fo=4
export IMPL_worstPathRequired_ns=4.08
export IMPL_yosys_area_um2=253
export IMPL_initial_core_util_pct=7.40
export IMPL_die_h_um=80
export IMPL_rows=21
export IMPL_ctsResizeCount=0
export IMPL_dpl_cell_count=93
export IMPL_path_cells="clkdlybuf4s50_1, inv_1, ha_1, mux2_2, ha_1, a21o_1, a21oi_2, xnor2_2, nor4_1, clkdlybuf4s50_1"
export IMPL_yosys_cell_types_count=18
export IMPL_m1WireLength_um=297
export IMPL_top_logic_kind="adder cells"
export IMPL_yosys_cells=31
export IMPL_routed_wl_um=719
export IMPL_syn_to_final_growth_pct=87.1
export IMPL_fillers=390
export IMPL_finalMaxSlewViolations=0
export IMPL_ys_seq_share_pct=0
export IMPL_top_cells_by_area="ha_1 25%, inv_1 8.9%, fa_1 7.9%"
export IMPL_grt_use_total_pct=2.20
export IMPL_drtIter0Drc=1
export IMPL_openroad_warnings=32
export IMPL_grt_pass1_vias=260
export IMPL_synthCells=31
export IMPL_fp_dieW_um=80
export IMPL_hold_path_class="in2out"
export IMPL_fin_crit_ns=4.76
export IMPL_crit_type="in2out"
export IMPL_place_congestion=0.724
export IMPL_maxSlewHeadroom_pct=78.3
export IMPL_io_pins=17
export IMPL_hpwl_um=691
export IMPL_seq_cells=0
export IMPL_yosysWarnings=0
export IMPL_drv_cap=0
export IMPL_grt_overflow=0
export IMPL_total_power_uw=65.9
export IMPL_rsz0062_at_grt="false"
export IMPL_final_area_um2=473
export IMPL_adder_share_pct=32.7
export IMPL_combGateArea_um2=223
export IMPL_worst_setup_path_end_kind="output port"
export IMPL_leakagePower_nw=0.201
export IMPL_netlist_area_um2=253
export IMPL_power_density_mw_per_mm2=139
export IMPL_post_cts_repair_setup_buffers=0
export IMPL_drt_pass1_iter_count=2
export IMPL_drc=0
export IMPL_synthXorXnorAreaFrac_pct=20.3
export IMPL_final_cells=93
export IMPL_routed_top_layer="met3"
export IMPL_viasPerCell=2.80
export IMPL_final_antenna_net_count=0
export IMPL_met3_length_um=105
export IMPL_cpPeakStageDelay_ns=0.53
export IMPL_cts_hold_buf=0
export IMPL_worst_pin_slew_ns=0.323
export IMPL_worst_setup_path_start_kind="primary input"
export IMPL_slowest_stage="clkdlybuf4s50_1"
export IMPL_portBuffers=17
[layout by cell type (no fill, tap or decap)]
master	instances
xnor2_2	1
inv_1	6
and2_1	1
clkdlybuf4s50_1	17
ha_1	5
nor4_1	1
nor2_1	3
a21oi_2	1
o21ai_0	1
nand2b_1	1
fa_1	1
mux2_4	1
a21o_1	1
nor2b_1	1
xor2_1	2
xnor2_1	2
nor3_1	1
mux2_2	1
[cell usage after synthesis (all sizes together)]
cell,number
and2,1
xnor2,3
buf,1
nor4,1
a21oi,1
mux2,2
inv,6
fa,1
o21ai,1
nand2b,1
nor2b,1
ha,5
nor2,3
xor2,2
a21o,1
nor3,1
[area by class of cell]
class                      count  share of cell area [%]
inverter                       6                    4.76
multi-input combinational     24                    47.1
tap                           46                    12.2
timing repair buffer          17                    36.0
[routing by layer]
metal | global-route usage (%) | vias up
met3 | 0.568 | 0
met5 | 0 | -
met4 | 0 | 0
met2 | 4.01 | 12
met1 | 2.64 | 115
li1 | - | 133
[cells by family after synthesis]
group,Yosys count
adders and majority gates,6
xor gates and xnor gates,5
buffers and inverters,7
and+or+nand+nor,8
muxes,2
AOI/OAI and AO/OA,3
[critical path: cells and delay by family]
kind            cells  cell delay, ns
simple gates        1            0.32
fa+ha+maj           2            0.55
xor+xnor            1            0.11
mux                 1            0.28
compound gates      2            0.35
buf+inv             3            1.10
[metrics by stage]
stage          worst slack [ns]  hold WS [ns]
6_report                  0.336          3.16
5_1_grt                  0.0921          3.20
4_1_cts                   0.206          3.16
3_5_place_dp              0.230          3.16
3_3_place_gp              0.265          3.16
2_1_floorplan              1.45          2.13
[report_power, final]
group,switching (mW),total (mW),internal (mW)
sequential,0,0,0
clock,0,0,0
combinational,0.0212,0.0659,0.0447
[worst paths after layout]
check,from,to,slack [ns],cells after the start
setup / recovery,DATA_B[0],Z,0.34,10
hold / removal,DATA_A[0],Z,3.16,4
